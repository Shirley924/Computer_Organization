===== /design/flow/design.v =====
module traffic_light (
    input  clk,
    input  rst,
    input  pass,
    output reg R,
    output reg G,
    output reg Y
);
reg [11:0]cycle;
reg [2:0]state;  
always @(posedge clk or posedge rst)
begin
  if(rst)   
    begin
	state=1; cycle=1; G=1; R=0; Y=0;
    end
  else if(pass && state!=1)
    begin
	state=1; cycle=1; G=1; R=0; Y=0;
    end
else
  case(state)
    1:   
	begin
	  if(cycle>=1024)
			begin
		  	  cycle=1;
			  G=0; R=0; Y=0;
			  state=2;
			end
		  else
			begin
			  cycle=cycle+1;
			  G=1; R=0; Y=0;
			end
	end 
    2:   
	begin
	  if(cycle>=128)   
		  begin
			cycle=1;
			G=1; Y=0; R=0;
			state=3;
		  end
	  else
		begin
			cycle=cycle+1;
			G=0; Y=0; R=0;
		end
	end
    3:   
		begin
		 if(cycle>=128)
		  begin
			cycle=1;
			G=0; Y=0; R=0;
			state=4;
		  end
		else
		  begin
			cycle=cycle+1;
			G=1; Y=0; R=0;
 		  end
		end
    4:   
		begin
		 if(cycle>=128)
		  begin
			cycle=1;
			G=1; Y=0; R=0;
			state=5;
		  end
		else
		  begin
			cycle=cycle+1;
			G=0; Y=0; R=0;
		  end
		end
    5:   
		begin
		 if(cycle>=128)
		  begin
			cycle=1;
			G=0; Y=1; R=0;
			state=6;
		  end
		else
		  begin
			cycle=cycle+1;
			G=1; Y=0; R=0;
		  end
		end
    6:   
		begin
		if(cycle>=512)
		  begin
			cycle=1;
			G=0; Y=0; R=1;
			state=0;
		  end
		else
		 begin
		  cycle=cycle+1;
		  G=0; Y=1; R=0;
		 end
		end
    0:   
	begin
	  if(cycle>=1024)
		    begin
		  	  cycle=1;
			  R=0; G=1; Y=0;
			  state=1;
			end
		  else
			begin
			  cycle=cycle+1;
			  R=1; G=0; Y=0;
			end
	end
    default:
	begin
	end
  endcase
end
endmodule

===== /design/flow/run.sh =====
#!/bin/bash
# OpenROAD 26Q1-2900-gdf79404cd8, Yosys 0.63+post, stock flow scripts
make -C /OpenROAD-flow-scripts/flow DESIGN_CONFIG=/design/flow/config.mk WORK_HOME=/design/flow/orfs finish

===== /design/flow/config.mk =====
export PLATFORM = sky130hd
export DESIGN_NAME = traffic_light
export DESIGN_NICKNAME = traffic_light
export VERILOG_FILES = /design/flow/design.v
export SDC_FILE = /design/flow/constraint.sdc
export NUM_CORES = 4
export LEC_CHECK = 1
export CORE_AREA = 10 10 92 92
export DIE_AREA = 0 0 102 102

===== /design/flow/constraint.sdc =====
current_design traffic_light

set clk_period 5.4
set clk_io_pct 0.2

create_clock -name clk0 -period $clk_period [get_ports {clk}]

set non_clock_inputs [all_inputs -no_clocks]
set_input_delay [expr $clk_period * $clk_io_pct] -clock clk0 $non_clock_inputs
set_output_delay [expr $clk_period * $clk_io_pct] -clock clk0 [all_outputs]

==> flow_metrics.env <==
# yosys + openroad results
export IMPL_outcome="complete, no violations"
export IMPL_relSlewSlack_pct=47.3
export IMPL_place_congestion=0.899
export IMPL_worstMarginPinSlew_ps=785
export IMPL_die_area_mm2=0.0104
export IMPL_io_buffers=5
export IMPL_hold_viol_final=0
export IMPL_seq_area_um2=554
export IMPL_viasPerCell=4.85
export IMPL_fp_dieH_um=102
export IMPL_hp_class="reg2reg"
export IMPL_nFillCells=694
export IMPL_fmax_ghz=0.429
export IMPL_synthArstFlopShare_pct=100
export IMPL_areaGrowthSynthToFinish_pct=13.5
export IMPL_path_clk_slew_ps=70
export IMPL_finalClockPeriodUsage_pct=43.2
export IMPL_route_detailed_drc=0
export IMPL_rsz0062_at_grt="false"
export IMPL_logic_area_um2=686
export IMPL_critPathMaxStageDelay_ps=530
export IMPL_finalSetupTns_ps=0
export IMPL_cp_data_required_time_ps=4320
export IMPL_grt_pass1_wl_um=4930
export IMPL_slew_viol_final=0
export IMPL_drive_gt1_share_pct=16.3
export IMPL_path_class="reg2out"
export IMPL_antenna_found_initial=0
export IMPL_cp_slowest_cell="dfstp_2"
export IMPL_grt_max_degree=23
export IMPL_clock_path_buffers=2
export IMPL_die_x_um=102
export IMPL_maxCapViolCount=0
export IMPL_worst_path_buf_inv=1
export IMPL_p_leak_nw=0.605
export IMPL_grt_pass1_vias=985
export IMPL_ys_flops=22
export IMPL_cp_max_fo=2
export IMPL_synth_cell_type_count=40
export IMPL_syn_area_mm2=0.00129
export IMPL_p_per_area_mw_per_mm2=286
export IMPL_layout_min_cycle_time_ps=2330
export IMPL_crit_family="flip-flops"
export IMPL_cts_hold_buf=0
export IMPL_yosys_warnings=1
export IMPL_ant_nets=0
export IMPL_diodes=0
export IMPL_overflow=0
export IMPL_rows=29
export IMPL_place_area_mm2=0.00142
export IMPL_syn_inst=135
export IMPL_cts_buffers=3
export IMPL_setup_violations=0
export IMPL_critical_path_cell_chain="clkdlybuf4s50_1"
export IMPL_vdd_ir_drop_max_mv=0.133
export IMPL_edf_count=0
export IMPL_cts_tree="done"
export IMPL_clkSinkCount=22
export IMPL_fin_worst_skew_ps=6.51
export IMPL_dp_hpwl_um=1930
export IMPL_cts_root_buf="clkbuf_8"
export IMPL_ctsHtreeMaxLevel=1
export IMPL_initial_core_util_pct=20.0
export IMPL_warning_count=27
export IMPL_cts_resized_gates=0
export IMPL_synthFlopType="dfrtp_1"
export IMPL_synth_seq_share_pct=42.8
export IMPL_ys_chip_area_mm2=0.00129
export IMPL_cp_arrival_ps=1250
export IMPL_yosys_cells=135
export IMPL_track_usage_pct=5.59
export IMPL_core_mm2=0.00646
export IMPL_routed_wl_um=2710
export IMPL_pin_count=6
export IMPL_dr_pass1_iters=5
export IMPL_final_area_mm2=0.00147
export IMPL_vias=1058
export IMPL_clock_latency_ps=260
export IMPL_startpoint_type="flip-flop"
export IMPL_postCtsSetupBuffers=0
export IMPL_worst_setup_path_end_kind="output port"
export IMPL_syn_avg_cell_area_um2=9.58
export IMPL_route_detailed_wl_per_inst_um=12.4
export IMPL_drt_iter0_markers=108
-- per-stage QoR --
step	power, mW	worst slack, ps	utilization (%)	hold WS, ps	cells
global route	0.451	3020	22.7	538	218
global placement	0.315	2910	22.0	468	214
detailed placement	0.318	2850	22.0	481	214
floorplan	0.293	3670	-	424	135
CTS	0.427	3040	22.7	499	218
finish	0.421	3070	22.7	493	218
-- layer usage --
| layer | vias to the layer above | track usage, % | share of wire [%] |
|---|---|---|---|
| met5 | - | 0 | 0 |
| met4 | 0 | 0.542 | 0.74 |
| met3 | 4 | 1.30 | 5.8 |
| met2 | 31 | 7.75 | 44 |
| met1 | 503 | 8.84 | 50 |
| li1 | 520 | - | - |
-- synthesized netlist by cell type, types with 3 or more instances --
cell type   n  area (um2)
a21oi_1     6        30.0
a31oi_1     3        18.8
dfrtp_1    19         475
dfstp_2     3        78.8
inv_1       6        22.5
nand2_1    19        71.3
nand3_1     9        45.0
nand4_1     7        43.8
nor2_1     10        37.5
nor3_1      5        25.0
o22ai_1     3        18.8
o311ai_2    4        65.1
or2_2       4        25.0
or3_1       3        18.8
-- power breakdown --
part / switching [mW] / internal, mW / total (mW)
Combinational: 0.0523 / 0.0415 / 0.0938
Clock: 0.0539 / 0.0527 / 0.107
Sequential: 0.0280 / 0.192 / 0.220
Total: 0.134 / 0.286 / 0.421
-- flip-flops by register name, summed over array words and instances (netlist names) --
name and flops:
Y 1, G 1, cycle 12, state 7, R 1
-- kinds of logic (layout without fill, tap and decap cells) --
family / Yosys count / after routing / synth area share [%]
simple gates: 64 / 64 / 26.1
fa+ha+maj: 2 / 2 / 1.93
compound gates: 35 / 35 / 24.2
buf+inv: 11 / 17 / 4.16
flops: 22 / 22 / 42.8
mux: 1 / 1 / 0.774
-- layout by cell type, fill, tap and decap left out, types with 2 or more instances in the layout --
cell             instances
dfstp_2                  3
nor2_1                  10
o311ai_2                 4
clkdlybuf4s50_1          5
o21ai_0                  2
or2_2                    4
dfrtp_1                 19
a32oi_1                  2
nand4_1                  7
ha_1                     2
o22ai_1                  3
a22oi_1                  2
or3_1                    3
nand2_1                 19
o31ai_1                  2
a21oi_1                  6
nand3_1                  9
a31oi_1                  3
nor3_1                   5
inv_1                    6
clkbuf_8                 3
a41oi_1                  2
buf_4                    2
-- final cells by class --
class,count,share of cell area (%)
Clock buffer,4,3.07
Inverter,6,1.53
Sequential cell,22,37.7
Timing Repair Buffer,7,4.43
Multi-Input combinational cell,102,46.7
Tap cell,77,6.56
-- worst paths after layout --
check	start	endpoint	slack, ps	cells after the start
min in group asynchronous	rst	cycle[3]$_DFFE_PP0P_	1140	3
worst min-delay path	Y$_DFFE_PP0P_	Y$_DFFE_PP0P_	490	2
max in group asynchronous	rst	state[0]$_DFF_PP1_	3980	3
worst max register to register	state[2]$_DFF_PP0_	cycle[8]$_DFFE_PP0P_	3230	4
worst max-delay path	G$_DFFE_PP1P_	G	3070	1
worst min register to register	Y$_DFFE_PP0P_	Y$_DFFE_PP0P_	490	2
Power figures rest on the tool's default switching activity, not on a simulated workload.
